<file path="/design/flow/run.sh">
#!/bin/bash
# OpenROAD 26Q1-2900-gdf79404cd8, Yosys 0.63+post, stock flow scripts
make -C /OpenROAD-flow-scripts/flow DESIGN_CONFIG=/design/flow/config.mk WORK_HOME=/design/flow/orfs finish
</file>
<file path="/design/flow/config.mk">
export PLATFORM = sky130hd
export DESIGN_NAME = regfile
export DESIGN_NICKNAME = regfile
export VERILOG_FILES = /design/flow/design.v
export SDC_FILE = /design/flow/constraint.sdc
export NUM_CORES = 4
export LEC_CHECK = 1
export CORE_UTILIZATION = 50
</file>
<file path="/design/flow/constraint.sdc">
current_design regfile

set clk_period 6.6
set clk_io_pct 0.2

create_clock -name clk0 -period $clk_period [get_ports {clk}]

set non_clock_inputs [all_inputs -no_clocks]
set_input_delay [expr $clk_period * $clk_io_pct] -clock clk0 $non_clock_inputs
set_output_delay [expr $clk_period * $clk_io_pct] -clock clk0 [all_outputs]
</file>
<file path="/design/flow/design.v">
module regfile (
    input clk,
    input we3,
    input [4:0] a1, 
    input [4:0] a2, 
    input [4:0] a3,
    input [31:0] wd3,
    output [31:0] rd1, 
    output [31:0] rd2 
);
reg [31:0] rf [31:0];
always_ff @(posedge clk)
    if (we3) 
        rf[a3] <= wd3;
assign rd1 = (a1 != 0) ? (a1 == a3)? wd3: rf[a1] : 0;
assign rd2 = (a2 != 0) ? (a2 == a3)? wd3: rf[a2] : 0;
endmodule
</file>
==> results.toml <==
# physical design summary
[synth]
synth_stat.cells = 2395
yosysChipArea_um2 = 47400
ys.flops = 1024
synth.distinct_cells = 41
synth-edff-count = 1024
synth_area_leader_cell = "edfxtp_1"
common_cells = "1,024 x edfxtp_1, 445 x mux4_2, 189 x mux2i_1"
netlist_area_um2 = 47400
ys_warn_count = 1
ff_type = "edfxtp_1"
yosysMostFrequentCell = "edfxtp_1"
topCellsByArea = "edfxtp_1 65%, mux4_2 21%, mux2i_1 4.0%, a22o_1 1.1%, o22ai_1 1.1%"
synthArstFlopShare_pct = 0
syn_inst = 2395
yosysTopAreaCellShare_pct = 64.9
synth_area_per_cell_um2 = 19.8
postSynthSeqShare_pct = 64.9

[detailed_routing]
antenna_cells = 0
wire_per_inst_um = 38.5
drc = 0
vias = 27200
ant_nets = 0
viasPerCell = 6.94
dr.pass1.iters = 5
drt-initial-drc-count = 1902
wirelength_um = 151000

[critical_path]
critPathArrivalTime_ns = 5.02
path_buffers = 2
critPathMostFrequentCell = "clkdlybuf4s50_1"
crit_path_end_kind = "output pin"
cp_cell_sequence = "clkdlybuf4s50_1 -> or3b_4 -> o22ai_1 -> a2111oi_0 -> a21oi_1 -> a22o_1 -> clkdlybuf4s50_1"
worstSetupStartpointType = "input port"
slowest_stage = "a2111oi_0"
crit_family = "AND-OR/OR-AND gates"
cp_slowest_stage_delay_ns = 1.00
crit_path_max_fanout = 31
required_ns = 5.28
worstSetupPathType = "in2out"

[floorplanning]
die.size.y_um = 310
fp_util_pct = 50.6
rows = 112
fp.dieW_um = 310
chipArea_um2 = 96000
core_area_um2 = 93600
pin_count = 113

[run_status]
status = "finished, final reports clean"

[clocking]
cts.sinks = 1024
hold_buffers = 0
cts-buffers-inserted = 108
cts_setup_buffers = 0
cts_tree = "built"
cts_resized = 0
htree_levels = 3
cts.clk_slew.worst_paths_ns = 0.06
cts_root_buffer = "clkbuf_16"
clockBufferDepth = 3

[final_timing]
finalCritPeriodShare_pct = 96.0
finalCriticalPeriod_ns = 6.34
setup-violations-final = 0
rsz0062_at_grt = "false"
finalSetupTns_ns = 0
maxSlewViolCount = 0
max_freq_mhz = 158
hold_violations = 0
maxSlewHeadroom_pct = 23.4
worst_pin_slew_ns = 1.12

[cells_and_area]
stdcell_area_um2 = 54200
finish.utilization_pct = 57.9
syn_to_final_growth_pct = 14.5
reg.largest.list = "rf (1024)"
drive_gt1_share_pct = 31.9
largest_reg_flops = 1024
largest_register = "rf"
fin_cells = 3913

[job]
tool_warnings = 26
maxCapViolCount = 0

[global_routing]
grt_use_total_pct = 36.4
grt.overflow.total = 0
grt_pass1_vias = 30600
antenna_found_initial = 1
grt_max_degree = 79
grt_first_pass_wirelength_um = 216000

[pwr]
fin_total_pwr_mw = 14.7
peakVddDrop_mv = 0.208
leakage_nw = 17.2
pwr_density_cell_nw_per_um2 = 270

[placed_design]
gp_congestion = 0.898
placed_cells = 3711
dp_hpwl_um = 87100
post_dp_cell_area_um2 = 50700
io_buffers = 112

[worst_hold_path]
min_path_type = "in2reg"
## layout make-up
cell class | instances | area (um2)
clock buffer | 121 | 2770
clock inverter | 81 | 728
fill | 6745 | 39400
inverter | 1 | 3.75
multi-input combinational | 1166 | 15900
sequential | 1024 | 30700
tap | 1254 | 1570
timing repair buffer | 266 | 2460
## power by group
part / leakage, nW / switching, mW / internal, mW / total (mW)
Combinational: 6.30 / 0.778 / 0.609 / 1.39
Clock: 1.71 / 2.55 / 3.45 / 6.00
Sequential: 9.22 / 0.0316 / 7.24 / 7.27
## metal layers
layer / share of wire [%] / GRT usage, %
met1: 31 / 46.0
met2: 45 / 49.1
met3: 21 / 32.5
met4: 2.8 / 7.76
met5: 0.35 / 4.70
## placed cells by master (no fill, tap or decap), types with 8 or more instances in the layout
master / count
a2111oi_0: 23
a2111oi_2: 8
a21oi_1: 64
a22o_1: 62
a22oi_1: 59
a32o_1: 27
buf_12: 14
buf_4: 143
bufinv_16: 11
clkbuf_1: 12
clkbuf_16: 109
clkdlybuf4s50_1: 105
clkinv_1: 19
clkinv_2: 32
clkinvlp_4: 12
edfxtp_1: 1024
mux2_2: 12
mux2i_1: 189
mux4_2: 445
nand3b_1: 9
nor2_1: 40
nor2_4: 36
nor3_1: 10
o221ai_1: 38
o22ai_1: 86
## stage by stage
stage               hold slack, ns  setup slack, ns
floorplan                     1.42             2.25
global placement              2.16            0.424
detailed placement            2.16            0.361
CTS                           1.44            0.341
global route                  1.48            0.253
finish                        1.47            0.262
## cell families (layout without fill, tap and decap cells)
| family | after synthesis | after routing | share of synthesized area, % |
|---|---|---|---|
| mux | 646 | 646 | 25.4 |
| flops | 1024 | 1024 | 64.9 |
| compound gates | 380 | 380 | 6.05 |
| simple gates | 130 | 130 | 1.31 |
| xor+xnor | 10 | 10 | 0.185 |
| buf+inv | 205 | 469 | 2.10 |
## final timing paths
kind  startpoint  slack, ns          to  cells after the start
min      wd3[30]       1.47  rf[24][30]                      2
max        a1[3]       0.26     rd1[17]                      7
Power and IR drop assume default switching activity.
