$ cat ./run.sh
#!/bin/bash
# OpenROAD 26Q1-2900-gdf79404cd8, Yosys 0.63+post, stock flow scripts
make -C /OpenROAD-flow-scripts/flow DESIGN_CONFIG=/design/flow/config.mk WORK_HOME=/design/flow/orfs finish
$ cat ./config.mk
export PLATFORM = sky130hd
export DESIGN_NAME = DataStage
export DESIGN_NICKNAME = DataStage
export VERILOG_FILES = /design/flow/design.v
export SDC_FILE = /design/flow/constraint.sdc
export NUM_CORES = 4
export LEC_CHECK = 1
export CORE_UTILIZATION = 30
$ cat ./constraint.sdc
current_design DataStage

set clk_period 1.0
set clk_io_pct 0.2

create_clock -name clk0 -period $clk_period [get_ports {clk}]

set non_clock_inputs [all_inputs -no_clocks]
set_input_delay [expr $clk_period * $clk_io_pct] -clock clk0 $non_clock_inputs
set_output_delay [expr $clk_period * $clk_io_pct] -clock clk0 [all_outputs]
$ cat ./design.v
module DataStage
(
    input wire reset,
    input wire clk,
    input wire EN,
    input wire [4:0] w_DR_num,
    input wire [31:0] w_PC_plus_4,
    input wire [31:0] w_ALUResData,
    output wire MemAssert,
    input wire [31:0] w_ReadData,
    output reg [31:0] ReadData,
    output reg [31:0] ALUResData,
    output reg [31:0] PC_plus_4,
    output reg [4:0] DR_num,
    input wire [1:0] w_ResultSrc,
    input wire w_MemWrite, 
    input wire w_RegWrite, 
    input wire w_MemRead,
    output reg [1:0] ResultSrc,
    output reg RegWrite
);
always @(posedge clk) begin
    if(reset)begin
        PC_plus_4 <= 0;
    end else if(EN) begin
        PC_plus_4 <= w_PC_plus_4;
    end
end
assign MemAssert = w_MemWrite | w_MemRead;
always @(posedge clk) begin
    if(reset)
        ReadData <= 0;
    else if(EN)
        ReadData <= w_ReadData;
end
always @(posedge clk) begin
    if(reset) begin
        ALUResData <= 0;
        DR_num <= 0;
    end else if(EN) begin
        ALUResData <= w_ALUResData;
        DR_num <= w_DR_num;
    end
end
always @(posedge clk) begin
    if(reset)begin
        RegWrite <= 0;
        ResultSrc <= 0;
    end else if(EN) begin
        RegWrite <= w_RegWrite;
        ResultSrc <= w_ResultSrc;
    end
end
endmodule
==> results_slide.txt <==
Synthesis and Place & Route Summary

Drt
  – Post-route ant nets: 0
  – Routed WL: 9560 um
  – Met3 WL: 906 um
  – Vias after detailed routing: 3020
  – Via-per-instance ratio: 4.16
  – Post-route DRC: 0
  – DRT Pass-1 Iters: 4
  – Antenna cells: 0
  – DRT met1 WL: 4290 um
  – Wire per inst: 13.2 um
  – DR WL met2: 4270 um
  – Top layer in use: met4
  – DRT iter0 DRCs: 89

Critical path
  – CP Max Fanout: 2
  – Reg-to-Reg Start: ALUResData[0]$_SDFFE_PP0P_
  – CP endpoint kind: output pin
  – CP top delay family: flip-flops
  – Critical-path cell list: buf_2
  – WP buf/inv: 1
  – Crit path DRT: 800 ps
  – Crit path arrival time: 780 ps
  – CP Launch Type: register
  – Slowest-stage cell, CP: dfxtp_2
  – CP startpoint: ALUResData[9]$_SDFFE_PP0P_
  – CP Class: register to output pin
  – CP peak stage delay: 320 ps

Final layout
  – Area delta synth->final: 61.1%
  – Post-route cell area: 5980 um^2
  – Fillers: 1117
  – Share of cells above drive strength 1: 0.435
  – Layout Utilization: 0.496
  – Layout Cells excl Fill: 726

Logic synthesis
  – Mapped cell area: 3710 um^2
  – Commonest cells in the synthesized netlist: dfxtp_1, mux2i_1, nor2_1
  – Max-area cell share: 0.561
  – Post-synthesis sequential area ratio: 0.561
  – Cell count after synthesis: 337
  – Synth top area cells: dfxtp_1, mux2i_1, nor2_1
  – Mean Syn Cell Area: 11.0 um^2
  – EDFF count, synth: 0
  – YS chip area: 3710 um^2
  – Largest area contributor in the netlist: dfxtp_1
  – Yosys stat cell total: 337
  – Async set or reset register ratio after synthesis: 0
  – Synth cell types: 9
  – Commonest flop: dfxtp_1
  – Warnings, synthesis: 1
  – Synth Register Bits: 104

Placed design
  – Port Buffers: 213
  – Pre-CTS WS: -477 ps
  – Area post-placement: 6030 um^2
  – Placed Cells: 706
  – GPL Wtd Cong: 0.763
  – Hpwl dp: 6670 um

Power and ir drop
  – Peak supply drop: 1.41 mV
  – Pwr Density: 1600 nW/um^2
  – Power after layout: 9.56 mW
  – Pleak: 2.92 nW

Job
  – Tool warnings: 27
  – Max Cap Viol: 0

Die
  – Die H: 113 um
  – Core Rows: 40
  – Total die size: 12800 um^2
  – Initial Util: 0.308
  – Io pins: 214
  – DIE WIDTH: 113 um
  – Core ar.: 12100 um^2

Clocking
  – Clock Pin Slew Worst Setup and Hold Paths: 70 ps
  – CTS max path bufs: 2
  – Root buffer cell: clkbuf_16
  – Clock Sink Count: 104
  – CTS tree: built
  – Clk latency of the worst-skew pair: 340 ps
  – H-tree Lvls: 3
  – CTS buffer count: 9

STA
  – Fmax: 1020 MHz
  – Fin Setup TNS: 0 ps
  – Hold Slack: 246 ps
  – Final hold viol count: 0
  – Max-slew violations: 0
  – Final min period: 980 ps
  – Setup violations, final: 0
  – Post-route clock skew: 0 ps
  – RSZ-0062 raised after global routing: yes
  – Final period utilization: 0.980
  – Max transition margin: 0.826
  – Least-Margin Pin Slew: 261 ps
  – Final WS setup: 20.1 ps

GRT
  – Pin count of the biggest net entering global routing: 56
  – Grt total ovfl: 0
  – Tot GR Track Use: 0.147
  – Initial antenna violation count: 0
  – First-pass GRT wire length: 14400 um
  – Number of global-route vias before repair: 2826

Status
  – Outcome: finished, final reports clean

Min path
  – Worst hold path class: primary input to register
  – Hold path start: EN
sequential cells by signal (all words and copies together) (netlist names):
name	cells
DR_num	5
RegWrite	1
PC_plus_4	32
ReadData	32
ALUResData	32
ResultSrc	2
power by group:
group | switching [mW] | leakage [nW] | total, mW | internal, mW
combinational | 0.422 | 1.87 | 1.25 | 0.830
sequential | 0.104 | 0.895 | 4.54 | 4.44
clock | 1.56 | 0.153 | 3.77 | 2.21
total | 2.09 | 2.92 | 9.56 | 7.47
what timing repair did:
action                                  in CTS  in global routing
hold buffers                                 0                  0
resized                                    431                  0
endpoints found under the setup margin     105                 82
pin swaps                                    1                  0
setup buffers                                2                  2
area by class of cell:
cell class | instances | area [um^2] | area share
Clock buffer | 10 | 229 | 0.0383
Clock inverter | 6 | 93.8 | 0.0157
Multi-Input combinational cell | 209 | 1440 | 0.241
Sequential cell | 104 | 2210 | 0.370
Tap cell | 168 | 210 | 0.0351
Timing Repair Buffer | 229 | 1800 | 0.301
tightest hold or removal path, cell delays in order:
cell     delay [ps]
buf_6           150
mux2i_1         130
nor2_1           70
worst paths after layout:
kind                                      to  slack [ps]  cells past startpoint
setup / recovery               ALUResData[9]          20                      1
hold / removal    PC_plus_4[15]$_SDFFE_PP0P_         250                      3
setup reg to reg  ALUResData[0]$_SDFFE_PP0P_         280                      3
hold reg to reg   ALUResData[3]$_SDFFE_PP0P_         480                      2
metal layers:
layer / vias to the layer above / track usage
li1: 1538 / -
met1: 1341 / 0.209
met2: 136 / 0.231
met3: 5 / 0.0508
met4: 0 / 0.0140
met5: - / 0
cell families after synthesis:
kind of cell	Yosys count	share of synthesized area
flops	104	0.561
simple gates	105	0.107
buf+inv	24	0.0522
mux	104	0.280
cell usage in the layout, fill, tap and decap left out, drive strengths merged:
cell	n
mux2i	104
clkbuf	10
nor2	104
clkinv	3
bufinv	2
dlygate4sd2	2
clkdlybuf4s50	104
or2	1
clkinvlp	1
buf	123
dfxtp	104
Power and IR drop assume default switching activity.
