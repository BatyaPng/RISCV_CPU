[run.sh]
#!/bin/bash
# OpenROAD 26Q1-2900-gdf79404cd8, Yosys 0.63+post, stock flow scripts
make -C /OpenROAD-flow-scripts/flow DESIGN_CONFIG=/design/flow/config.mk WORK_HOME=/design/flow/orfs finish
[config.mk]
export PLATFORM = sky130hd
export DESIGN_NAME = extend
export DESIGN_NICKNAME = extend
export VERILOG_FILES = /design/flow/design.v
export SDC_FILE = /design/flow/constraint.sdc
export NUM_CORES = 4
export LEC_CHECK = 1
export CORE_AREA = 10 10 70 70
export DIE_AREA = 0 0 80 80
[constraint.sdc]
current_design extend

set clk_period 2.6
set clk_io_pct 0.2

create_clock -name clk0 -period $clk_period

set non_clock_inputs [all_inputs -no_clocks]
set_input_delay [expr $clk_period * $clk_io_pct] -clock clk0 $non_clock_inputs
set_output_delay [expr $clk_period * $clk_io_pct] -clock clk0 [all_outputs]
[design.v]
module extend(
    input [31:7] instr,
    input logic [2:0] immsrc,
    output reg [31:0] immext
);
wire [31:0] type_i;
wire [31:0] type_s;
wire [31:0] type_b;
wire [31:0] type_j;
assign type_i = {{20{instr[31]}}, instr[31:20]};
assign type_s = {{20{instr[31]}}, instr[31:25], instr[11:7]};
assign type_b = {{20{instr[31]}}, instr[7], instr[30:25], instr[11:8], 1'b0};
assign type_j = {{12{instr[31]}}, instr[19:12], instr[20], instr[30:21], 1'b0};
assign type_u = {instr[31], instr[30:20], instr[19:12], {11{1'b0}}};
always_comb
    case (immsrc)
        3'b000: immext = type_i;      
        3'b001: immext = type_s;      
        3'b010: immext = type_b;      
        3'b011: immext = type_j;      
        3'b100: immext = type_u;      
        default: immext = 32'bx;     
    endcase
endmodule
==> flow_metrics.env <==
# yosys + openroad results
export IMPL_status="finished, final reports clean"
export IMPL_ys_seq_share_pct=0
export IMPL_drt_iter0_markers=8
export IMPL_drc=0
export IMPL_grt_max_degree=13
export IMPL_ir_drop_mv=0.06104
export IMPL_fin_util_pct=34.03
export IMPL_track_usage_pct=6.511
export IMPL_synth_distinct_cells=19
export IMPL_top_area_cell="buf_4"
export IMPL_endpoint_kind="output port"
export IMPL_slew_headroom_pct=81.37
export IMPL_tightest_slew_ns=0.2789
export IMPL_overflow=0
export IMPL_final_min_clock_period_ns=2.514
export IMPL_core_region_area_um2=3416
export IMPL_topCombFamilyByArea="simple AND/OR/NAND/NOR gates"
export IMPL_warnings=33
export IMPL_firstDrtPassIters=4
export IMPL_swShare_pct=30.36
export IMPL_nClkBuffers=0
export IMPL_fp_util_pct=12.82
export IMPL_clkPwrFrac_pct=0
export IMPL_fmax_mhz=397.8
export IMPL_die_width_um=80
export IMPL_num_antenna_cells=0
export IMPL_ys_cells=74
export IMPL_cp_slowest_cell="clkdlybuf4s50_1"
export IMPL_holdPathStages=5
export IMPL_fillerInstances=363
export IMPL_placed_area_um2=1049
export IMPL_crit_fanout=2
export IMPL_path_delay_family="buffers and inverters"
export IMPL_cpMostUsedCell="clkdlybuf4s50_1"
export IMPL_fp_dieH_um=80
export IMPL_die_area_um2=6400
export IMPL_grt_pass1_vias=736
export IMPL_p_int_uw=135.2
export IMPL_critical_path_max_stage_delay_ns=0.41
export IMPL_grt_pass1_wl_um=3532
export IMPL_ys_area_um2=437.9
export IMPL_start_kind="input pin"
export IMPL_hold_path_class="in2out"
export IMPL_path_class="in2out"
export IMPL_hold_start="immsrc[0]"
export IMPL_netlist_instances=74
export IMPL_critical_path_buf_inv_count=2
export IMPL_ant_nets=0
export IMPL_ctsHoldBuffers=0
export IMPL_viasPerCell=4.028
export IMPL_via_count=717
export IMPL_cp_arrival_ns=1.99
export IMPL_avgSynthCellArea_um2=5.918
export IMPL_drive_gt1_share_pct=18.18
export IMPL_seqPwrFrac_pct=0
export IMPL_fin_crit_sh_pct=96.68
export IMPL_syn_cell_area_um2=437.9
export IMPL_topCellsByArea="buf_4 21%, nor3_1 16%, nor2_1 12%"
export IMPL_place_gp_congestion=0.8004
export IMPL_hold_viol_final=0
export IMPL_hpwlAfterDp_um=1845
export IMPL_fin_setup_tns_ns=0
export IMPL_drt_total_wl_um=2279
export IMPL_regArea_um2=0
export IMPL_p_leak_uw=0.0004588
export IMPL_flops=0
export IMPL_drv_cap=0
export IMPL_finalInstanceArea_um2=1162
export IMPL_synth_area_mux_share_pct=0
export IMPL_worstPathCellList="clkdlybuf4s50_1 > or2_2 > a221oi_2 > nor3_1 > clkdlybuf4s50_1"
export IMPL_ys_sh_aoi_pct=23.71
export IMPL_ys_sh_simple_pct=52.57
export IMPL_yosysWarnings=2
export IMPL_fp_row_count=21
export IMPL_antenna_found_initial=0
export IMPL_crit_required_ns=2.08
export IMPL_yosys_area_share_xor_xnor_pct=0
export IMPL_slew_violations=0
export IMPL_power_density_nw_per_um2=167.1
export IMPL_power_switching_uw=58.96
export IMPL_setup_viol=0
export IMPL_synth_top_area_share_pct=20.57
export IMPL_io_buffers=60
export IMPL_wire_per_inst_um=12.80
export IMPL_areaGrowthSynthToFinish_pct=165.4
export IMPL_combPwrFrac_pct=100.0
export IMPL_rsz0062_at_grt="false"
export IMPL_min_to="immext[14]"
export IMPL_pin_count=60
export IMPL_fa_ha_area_share_pct=0
==> per-stage QoR <==
stage               std cells  power [uW]  setup WS [ns]  hold slack (ns)
global route              178       214.0        0.02002            1.769
detailed placement        173       179.1        -0.3571            1.952
global placement          173       179.1        -0.2388            1.956
floorplan                  74       57.77         0.6761            1.103
CTS                       177       190.1      -0.008555            1.959
finish                    178       194.2        0.08626            1.678
==> timing repair <==
item	CTS	global route
gates cloned	1	1
pin swaps	0	1
setup endpoints to repair	26	13
resized	10	10
hold endpoints to repair	0	0
setup buffers	3	0
==> power groups by stage <==
stage,combinational (uW),clock [uW],sequential (uW)
final,194,0,0
after global routing,214,0,0
after CTS,190,0,0
==> kinds of logic after synthesis <==
group | Yosys count
AND/OR/NAND/NOR | 45
AND-OR/OR-AND | 14
buffers and inverters | 15
==> worst max-delay path by stage <==
stage	start	end	depth (start not counted)
CTS	immsrc[0]	immext[18]	7
global route	immsrc[1]	immext[3]	6
finish	instr[9]	immext[2]	5
==> cells in the mapped netlist <==
master and count:
nor2_1 14, nor3_1 14, buf_4 12, nor2b_1 7, a221oi_1 4, o22ai_1 4, or2_1 3, a21oi_1 2
a22o_1 2, buf_2 2, nand2b_1 2, a21o_1 1, a21oi_2 1, inv_2 1, nand2_1 1, nand3b_1 1
nor2_2 1, or2_2 1, or3b_1 1
==> layout make-up <==
class                      instances  area, um2  area share (%)
multi-input combinational         59      397.9           34.23
timing repair buffer              72      703.2           60.50
tap                               46      57.56           4.952
inverter                           1      3.754          0.3229
==> cells in the final DEF (no fill, tap or decap), types with 3 or more instances in the layout <==
cell / instances
buf_4: 6
buf_6: 4
clkdlybuf4s50_1: 56
nor2_1: 13
nor2b_1: 6
nor3_1: 12
o22ai_1: 4
or2_1: 3
==> per-layer routing <==
layer / part of all wire (%) / routed length, um / GRT usage [%] / up-vias
met2: 42 / 955 / 10.11 / 39
met3: 16 / 359 / 4.205 / 0
met1: 42 / 964 / 7.844 / 306
li1: - / - / - / 372
met4: 0 / 0 / 0 / 0
met5: 0 / 0 / 0 / -
Power and IR drop assume default switching activity.
